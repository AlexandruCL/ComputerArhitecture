$ cat flow/run.sh
#!/bin/bash
# OpenROAD 26Q1-2900-gdf79404cd8, Yosys 0.63+post, stock flow scripts
make -C /OpenROAD-flow-scripts/flow DESIGN_CONFIG=/design/flow/config.mk WORK_HOME=/design/flow/orfs finish
$ cat flow/design.v
module sigma_boy(
  input[31:0]i,
  output [31:0]o);
 assign o =  {i[6:0], i[31:7]} ^ {i[17:0], i[31:18]} ^ {3'd0, i[31:3]};
endmodule
module sigma_boy2(
   input[31:0]i,
  output [31:0]o);
 assign o =  {i[16:0], i[31:17]} ^ {i[18:0], i[31:19]} ^ {10'd0, i[31:10]};
endmodule
$ cat flow/constraint.sdc
current_design sigma_boy2

set clk_period 1.0
set clk_io_pct 0.2

create_clock -name clk0 -period $clk_period

set non_clock_inputs [all_inputs -no_clocks]
set_input_delay [expr $clk_period * $clk_io_pct] -clock clk0 $non_clock_inputs
set_output_delay [expr $clk_period * $clk_io_pct] -clock clk0 [all_outputs]
$ cat flow/config.mk
export PLATFORM = sky130hd
export DESIGN_NAME = sigma_boy2
export DESIGN_NICKNAME = sigma_boy2
export VERILOG_FILES = /design/flow/design.v
export SDC_FILE = /design/flow/constraint.sdc
export NUM_CORES = 4
export LEC_CHECK = 1
export CORE_AREA = 10 10 78 78
export DIE_AREA = 0 0 88 88
==> ci_impl_report.md <==
## Implementation flow summary

| Metric | Value |
|---|---|
| Status | `finished clean` |
| Tightest Pin Transition | `0.122 ns` |
| Max Slew Vio Count | `0` |
| Hold Slack | `0.698 ns` |
| Mapped cell area | `611 sq um` |
| P&R area growth vs syn | `141%` |
| Final setup violation count | `0` |
| Die Width | `88 um` |
| Final tally of hold violations | `0` |
| All-Layer GR Usage | `6.15%` |
| Grt met2 use | `9.59%` |
| Max Cap Viol | `0` |
| Ports | `64` |
| Worst path arrival time | `0.79 ns` |
| GR peak layer | `met2` |
| Worst hold path cell count | `3` |
| Placed cell area | `1420 sq um` |
| CP Class | `primary input to output pin` |
| Diodes inserted | `0` |
| Yosys warns | `0` |
| Initial Utilization | `13.8%` |
| CP bufs+invs | `2` |
| Final instance area | `1470 sq um` |
| Worst slew margin | `91.8%` |
| Vias in the first global route | `713` |
| Port-buffer cells | `64` |
| M3 GR Usage | `2.62%` |
| MI comb area | `618 sq um` |
| FP Rows | `24` |
| Synth unique cells | `2` |
| Fmax | `1010 MHz` |
| Post-DR vias/cell | `3.49` |
| Worst path top cell family by delay | `XOR/XNOR gates` |
| Worst path required time | `0.80 ns` |
| Flop area | `0 sq um` |
| Die Size | `7740 sq um` |
| Initial antenna violation count | `0` |
| Vias | `579` |
| Routed len/inst | `14.7 um` |
| Initial DRC count | `8` |
| Non-Filler Instances | `166` |
| Hold Crit Endpoint | `o[29]` |
| DRT antenna net count | `0` |
| Power Density | `492 nW/um^2` |
| Hpwl dp | `2200 um` |
| Fillers | `436` |
| Unrepaired setup endpoints after global routing | `yes` |
| Tool warning count | `34` |
| Register area share after synthesis | `0%` |
| Critical-path maximum fanout | `3` |
| Cell count listed in synth_stat.txt | `32` |
| Cell count after synthesis | `32` |
| Avg Cell Area, Syn | `19.1 sq um` |
| Crit path cell chain | `buf_8, xor3_1, buf_2` |
| # DRC | `0` |
| Slowest cell on the critical path | `xor3_1` |
| Min Tclk post-route | `0.987 ns` |
| First-pass GRT wire length | `3830 um` |
| Crit path launch type | `primary input` |
| Flip-flops | `0` |
| Total grt overflow | `0` |
| Max stage delay on crit path | `0.39 ns` |
| Crit. End Element | `output pin` |
| Drt total wl | `2440 um` |
| Height of the die | `88 um` |
| TritonRoute pass-1 iters | `4` |
| Share of cells above drive strength 1 | `66.7%` |
| CLK BUF | `0` |
| Final Cycle Share | `98.7%` |
| Yosys chip area | `611 sq um` |
| Hold wc startpoint | `i[16]` |
| Hold Crit Class | `primary input to output pin` |
| Pin count of the biggest net entering global routing | `4` |
| Static leakage | `0.826 nW` |
| Total Power | `0.725 mW` |
| Core Region | `4410 sq um` |
| Global Route met1 Usage | `8.31%` |
| Peak supply drop | `0.000173 V` |
| # hold bufs at CTS | `0` |
| GPL Wtd Cong | `0.750` |
| Post-Place Cells | `162` |
[routing by layer]
layer,share of wire (%),wire (um),vias up
li1,-,-,282
met1,41,1010,260
met2,46,1120,37
met3,13,305,0
met4,0,0,0
met5,0,0,-
[area by class of cell]
| class | count | share of cell area (%) |
|---|---|---|
| multi-input combinational | 32 | 42.0 |
| timing repair buffer | 82 | 53.6 |
| tap | 52 | 4.42 |
[worst min-delay path, stage by stage]
cell	delay, ns
buf_8	0.08
xor2_1	0.05
clkdlybuf4s15_1	0.17
[worst max-delay path by stage]
stage / to / startpoint / cells past startpoint
final: o[19] / i[29] / 3
after CTS: o[14] / i[24] / 4
after global routing: o[14] / i[1] / 3
[what timing repair did]
item / 4_1_cts / 5_1_grt
endpoints found under the hold margin: 0 / 0
pin swaps: 23 / 16
setup buffers: 4 / 2
gates resized: 263 / 32
endpoints found under the setup margin: 32 / 26
[cells in the mapped netlist]
cell    count  area share, %
xor3_1     22             86
xor2_1     10             14
[placed cells by master (no fill, tap or decap)]
master	synthesis	final
xor2_2	0	1
xor3_1	22	22
clkdlybuf4s15_1	0	5
buf_2	0	24
xor2_1	10	9
clkbuf_2	0	1
dlygate4sd2_1	0	2
buf_4	0	10
buf_8	0	19
clkdlybuf4s15_2	0	1
buf_6	0	20
[through the flow]
step | utilization [%] | TNS (ns) | setup slack [ns]
floorplan | - | 0 | 0.268
global placement | 32.2 | -23.13 | -0.815
detailed placement | 32.2 | -23.14 | -0.811
CTS | 31.1 | -0.382 | -0.0843
global route | 33.4 | -0.174 | -0.0224
finish | 33.4 | 0 | 0.0126
[power by group]
group / internal [mW] / switching [mW]
sequential: 0 / 0
clock: 0 / 0
combinational: 0.562 / 0.163
[kinds of logic after synthesis]
group	share of synthesized area, %
xor+xnor	100
Power and IR drop assume default switching activity.
